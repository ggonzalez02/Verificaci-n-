<file path="design/flow/config.mk">
export PLATFORM = sky130hd
export DESIGN_NAME = Banco_de_Registros
export DESIGN_NICKNAME = Banco_de_Registros
export VERILOG_FILES = /design/flow/design.v
export SDC_FILE = /design/flow/constraint.sdc
export NUM_CORES = 4
export LEC_CHECK = 1
export CORE_UTILIZATION = 40
</file>
<file path="design/flow/constraint.sdc">
current_design Banco_de_Registros

set clk_period 3.1
set clk_io_pct 0.2

create_clock -name clk0 -period $clk_period [get_ports {clk}]

set non_clock_inputs [all_inputs -no_clocks]
set_input_delay [expr $clk_period * $clk_io_pct] -clock clk0 $non_clock_inputs
set_output_delay [expr $clk_period * $clk_io_pct] -clock clk0 [all_outputs]
</file>
<file path="design/flow/design.v">
module Banco_de_Registros (
    input clk,               
    input reset,             
    input [2:0] select_reg,  
    input size,              
    input select_high_low,   
    input select_data_h_reg,  
    input read_write,        
    inout [15:0] data        
);
    wire [15:0] enable_write;     
    wire [15:0] reg_data_out;     
    wire [15:0] data_in;          
    wire [7:0] AL, BL, CL, DL, AH, BH, CH, DH;  
    wire [15:0] AX, BX, CX, DX, SI, DI, SP, BP;  
    Decoder decoder (
        .select_reg(select_reg),
        .size(size),
        .select_high_low(select_high_low),
        .output_reg(enable_write)
    );
    assign data = (!read_write) ? reg_data_out : 16'bZ;    
    assign data_in = data;                                 
    Registros registers (
        .clk(clk),
        .reset(reset),
        .en_write(enable_write),
        .data_in(data_in),
        .select_data_h_reg(select_data_h_reg),
        .AL(AL), .BL(BL), .CL(CL), .DL(DL),
        .AH(AH), .BH(BH), .CH(CH), .DH(DH),
        .AX(AX), .BX(BX), .CX(CX), .DX(DX),
        .SI(SI), .DI(DI), .SP(SP), .BP(BP)
    );
    MUX mux (
        .size(size),
        .select_high_low(select_high_low),
        .reg0(AX), .reg1(BX), .reg2(CX), .reg3(DX),
        .reg4(SI), .reg5(DI), .reg6(SP), .reg7(BP),
        .sel_reg(select_reg),
        .data_out(reg_data_out)
    );
endmodule
module Decoder (
    input [2:0] select_reg,         
    input size,                     
    input select_high_low,          
    output reg [15:0] output_reg    
);
    always @(*) begin
        if(size == 1) begin
            case(select_reg)
                3'b000 : output_reg = 16'b0000000000000001;  
                3'b001 : output_reg = 16'b0000000000000010;  
                3'b010 : output_reg = 16'b0000000000000100;  
                3'b011 : output_reg = 16'b0000000000001000;  
                3'b100 : output_reg = 16'b0000000000010000;  
                3'b101 : output_reg = 16'b0000000000100000;  
                3'b110 : output_reg = 16'b0000000001000000;  
                3'b111 : output_reg = 16'b0000000010000000;  
                default : output_reg = 16'b0000000000000000;
            endcase
        end
        else begin
            if(select_high_low == 1)begin
                case(select_reg)
                    3'b000 : output_reg = 16'b0000000100000000;  
                    3'b001 : output_reg = 16'b0000001000000000;  
                    3'b010 : output_reg = 16'b0000010000000000;  
                    3'b011 : output_reg = 16'b0000100000000000;  
                    default : output_reg = 16'b0000000000000000;
                endcase
            end
            else begin
                case(select_reg)
                    3'b000 : output_reg = 16'b0001000000000000;  
                    3'b001 : output_reg = 16'b0010000000000000;  
                    3'b010 : output_reg = 16'b0100000000000000;  
                    3'b011 : output_reg = 16'b1000000000000000;  
                    default : output_reg = 16'b0000000000000000;
                endcase
            end
        end
    end    
endmodule
module MUX (
    input size,              
    input select_high_low,   
    input [15:0] reg0, reg1, reg2, reg3, reg4, reg5, reg6, reg7,   
    input [2:0] sel_reg,     
    output reg [15:0] data_out   
);
    always @(*) begin
        if (size == 1) begin     
            case (sel_reg)
                3'b000 : data_out = reg0;  
                3'b001 : data_out = reg1;  
                3'b010 : data_out = reg2;  
                3'b011 : data_out = reg3;  
                3'b100 : data_out = reg4;  
                3'b101 : data_out = reg5;  
                3'b110 : data_out = reg6;  
                3'b111 : data_out = reg7;  
                default: data_out = 16'b0000000000000000;
            endcase
        end
        else begin   
            if (select_high_low == 1) begin 
                case (sel_reg)
                    3'b000 : data_out = {reg0[15:8], 8'b00000000};  
                    3'b001 : data_out = {reg1[15:8], 8'b00000000};  
                    3'b010 : data_out = {reg2[15:8], 8'b00000000};  
                    3'b011 : data_out = {reg3[15:8], 8'b00000000};  
                    default: data_out = 16'b0000000000000000;
                endcase
            end
            else begin
                case (sel_reg)
                    3'b000 : data_out = {8'b00000000, reg0[7:0]};  
                    3'b001 : data_out = {8'b00000000, reg1[7:0]};  
                    3'b010 : data_out = {8'b00000000, reg2[7:0]};  
                    3'b011 : data_out = {8'b00000000, reg3[7:0]};  
                    default: data_out = 16'b0000000000000000;
                endcase
            end
        end
    end
endmodule
module Registros (
    input clk,
    input reset,
    input [15:0] en_write,    
    input [15:0] data_in,     
    input select_data_h_reg,  
    output wire [7:0] AL, BL, CL, DL, AH, BH, CH, DH,  
    output wire [15:0] AX, BX, CX, DX, SI, DI, SP, BP  
);
    reg [15:0] AX_reg, BX_reg, CX_reg, DX_reg, SP_reg, BP_reg, SI_reg, DI_reg;
    assign AL = AX_reg[7:0];    
    assign BL = BX_reg[7:0];    
    assign CL = CX_reg[7:0];    
    assign DL = DX_reg[7:0];    
    assign AH = AX_reg[15:8];   
    assign BH = BX_reg[15:8];   
    assign CH = CX_reg[15:8];   
    assign DH = DX_reg[15:8];   
    assign AX = AX_reg;
    assign BX = BX_reg;
    assign CX = CX_reg;
    assign DX = DX_reg;
    assign SI = SI_reg;
    assign SP = SP_reg;
    assign BP = BP_reg;
    assign DI = DI_reg;
    always @(posedge clk or posedge reset) begin
        if (reset == 1) begin           
            AX_reg <= 16'h0000; BX_reg <= 16'h0000; CX_reg <= 16'h0000; DX_reg <= 16'h0000; 
            SP_reg <= 16'h0000; BP_reg <= 16'h0000; SI_reg <= 16'h0000; DI_reg <= 16'h0000;
        end
        else begin  
            if (en_write[0])
                AX_reg <= data_in;
            else if (en_write[12])
                AX_reg[7:0] <= data_in[7:0];
            else if (en_write[8]) begin
                if (select_data_h_reg == 1)  
                    AX_reg[15:8] <= data_in[15:8];
                else 
                    AX_reg[15:8] <= data_in[7:0];
            end 
            if (en_write[1])
                BX_reg <= data_in;
            else if (en_write[13])
                BX_reg[7:0] <= data_in[7:0];
            else if (en_write[9]) begin
                if (select_data_h_reg == 1)
                    BX_reg[15:8] <= data_in[15:8];
                else 
                    BX_reg[15:8] <= data_in[7:0];
            end 
            if (en_write[2])
                CX_reg <= data_in;
            else if (en_write[14])
                CX_reg[7:0] <= data_in[7:0];
            else if (en_write[10]) begin
                if (select_data_h_reg == 1)
                    CX_reg[15:8] <= data_in[15:8];
                else 
                    CX_reg[15:8] <= data_in[7:0];
            end 
            if (en_write[3])
                DX_reg <= data_in;
            else if (en_write[15])
                DX_reg[7:0] <= data_in[7:0];
            else if (en_write[11]) begin
                if (select_data_h_reg == 1)
                    DX_reg[15:8] <= data_in[15:8];
                else 
                    DX_reg[15:8] <= data_in[7:0];
            end 
            if (en_write[4])
                SI_reg <= data_in;
            if (en_write[5])
                DI_reg <= data_in;
            if (en_write[6])
                SP_reg <= data_in;
            if (en_write[7])
                BP_reg <= data_in;            
        end
    end
endmodule
</file>
<file path="design/flow/run.sh">
#!/bin/bash
# OpenROAD 26Q1-2900-gdf79404cd8, Yosys 0.63+post, stock flow scripts
make -C /OpenROAD-flow-scripts/flow DESIGN_CONFIG=/design/flow/config.mk WORK_HOME=/design/flow/orfs finish
</file>
==> run summary <==
Implementation numbers.

- The synthesized-area fraction occupied by xor and xnor cells is 0.
- The share of the Yosys chip area taken by registers is 0.5926.
- The share of cell area taken by muxes after synthesis is 0.1537.
- Synthesis inferred 128 register bits.
- The floorplan step set the die height to 118.2 µm.
- The final weighted congestion of routability-driven global placement is 0.8284.
- The cell area that synthesis handed to floorplanning was 5405 µm².
- Row generation in the floorplan step produced 42 rows.
- The sum of net half-perimeters after detailed placement is 6455 µm.
- The most area-hungry cell type in the Yosys netlist is sky130_fd_sc_hd__dfrtp_1.
- In this run, the synthesized area fraction spent on adder and majority cells is recorded as 0.
- The mean instance size in the synthesized netlist is 12.40 µm².
- The quantity of I/O buffers inserted on ports is 7.
- The number of clock sinks is 128.
- Progress stopped at clock tree synthesis.
- According to the floorplan report, the die width is 118.2 µm.
- For this run, the number of Yosys warnings is 4.
- Yosys attributes the largest share of cell area to sky130_fd_sc_hd__dfrtp_1 59%, sky130_fd_sc_hd__mux4_2 7.5%, sky130_fd_sc_hd__clkbuf_1 6.9%.
- The maximum count of clock buffers along a single path is 2.
- In this run, the synthesized area fraction spent on AND-OR/OR-AND gates is recorded as 0.09676.
- The first error in the log reads "[error] [KeplerFormal.cpp:679] Workflow failed: Iso has multiple drivers: .data10, _314_.Y0".
- The number of buffers created by CTS is 17.
- The fraction of synthesized cell area taken by the top area cell type is 0.5926.
- The library cell used as clock root buffer is sky130_fd_sc_hd__clkbuf_16.
- The cell count after synthesis is 436.
- The run stopped with a tool error.
- The number of H-tree branching levels is 4.
- The quantity of gates resized following cts is 0.
- Buffers inserted to repair hold after CTS numbered 0.
- For this run, the chip area from Yosys synthesis comes to 5405 µm².
- The number of setup buffers added after CTS is 0.
- Yosys stat counts 436 cells in the synthesized netlist.
- In this run the count of I/O pins placed on the die edge is 25.
- For reference, the top logic cell family by area is multiplexers.
- The floorplan core density is 0.4098.
- The tally of unique sky130hd cells used after synthesis is 44.
- The cell-mix breakdown from Yosys lists the simple-gate area share as 0.06157.
## logic make-up after synthesis
logic type,Yosys count
AOI/OAI and AO/OA,70
buffers and inverters,119
DFF,128
muxes,51
and+or+nand+nor,68
## synth_stat cells
master,instances
sky130_fd_sc_hd__a32o_1,3
sky130_fd_sc_hd__and2b_1,1
sky130_fd_sc_hd__buf_2,7
sky130_fd_sc_hd__and3_1,3
sky130_fd_sc_hd__buf_4,1
sky130_fd_sc_hd__a22o_1,19
sky130_fd_sc_hd__buf_6,5
sky130_fd_sc_hd__nand2_1,21
sky130_fd_sc_hd__o41ai_1,2
sky130_fd_sc_hd__nor3_2,1
sky130_fd_sc_hd__dfrtp_1,128
sky130_fd_sc_hd__o21a_1,1
sky130_fd_sc_hd__a21oi_1,11
sky130_fd_sc_hd__o21ai_0,9
sky130_fd_sc_hd__clkbuf_2,2
sky130_fd_sc_hd__a2bb2oi_2,1
sky130_fd_sc_hd__clkbuf_1,100
sky130_fd_sc_hd__a211oi_1,4
sky130_fd_sc_hd__o32ai_2,1
sky130_fd_sc_hd__a31oi_1,1
sky130_fd_sc_hd__or3_4,1
sky130_fd_sc_hd__mux2_2,11
sky130_fd_sc_hd__a21oi_2,2
sky130_fd_sc_hd__o21ai_1,1
sky130_fd_sc_hd__or2_2,2
sky130_fd_sc_hd__nand2b_1,3
sky130_fd_sc_hd__o211ai_1,2
sky130_fd_sc_hd__nor3_1,5
sky130_fd_sc_hd__and2_1,1
sky130_fd_sc_hd__mux4_1,5
sky130_fd_sc_hd__mux4_2,18
sky130_fd_sc_hd__inv_1,2
sky130_fd_sc_hd__nor2b_1,4
sky130_fd_sc_hd__nand3b_1,4
sky130_fd_sc_hd__nor2_1,18
sky130_fd_sc_hd__nand3_1,3
sky130_fd_sc_hd__o31ai_1,4
sky130_fd_sc_hd__buf_1,1
sky130_fd_sc_hd__o2111ai_1,2
sky130_fd_sc_hd__o31a_1,2
sky130_fd_sc_hd__o22ai_1,5
sky130_fd_sc_hd__nor2_2,1
sky130_fd_sc_hd__mux2i_1,17
sky130_fd_sc_hd__buf_12,1
## through the flow
stage / area (µm²) / setup WS [ps] / hold WS, ps / std cells / utilization
detailed placement: 5369 / 271.0 / 358.3 / 522 / 0.4070
global placement: 5369 / 309.2 / 356.9 / 522 / 0.4070
floorplan: 5409 / 665.2 / 421.0 / 436 / -
